<file path="design/flow/run.sh">
#!/bin/bash
# OpenROAD 26Q1-2900-gdf79404cd8, Yosys 0.63+post, stock flow scripts
make -C /OpenROAD-flow-scripts/flow DESIGN_CONFIG=/design/flow/config.mk WORK_HOME=/design/flow/orfs finish
</file>
<file path="design/flow/config.mk">
export PLATFORM = sky130hd
export DESIGN_NAME = zacore_rf
export DESIGN_NICKNAME = zacore_rf
export VERILOG_FILES = /design/flow/design.v
export SDC_FILE = /design/flow/constraint.sdc
export NUM_CORES = 4
export LEC_CHECK = 1
export CORE_UTILIZATION = 30
export SYNTH_HDL_FRONTEND = slang
</file>
<file path="design/flow/constraint.sdc">
current_design zacore_rf

set clk_period 11.1
set clk_io_pct 0.2

create_clock -name clk0 -period $clk_period [get_ports {i_clk}]

set non_clock_inputs [all_inputs -no_clocks]
set_input_delay [expr $clk_period * $clk_io_pct] -clock clk0 $non_clock_inputs
set_output_delay [expr $clk_period * $clk_io_pct] -clock clk0 [all_outputs]
</file>
<file path="design/flow/design.v">
package zacore_common;
typedef logic [4:0] reg_index_t;
typedef logic [31:0] w_t;
typedef logic [15:0] hw_t;
typedef logic [7:0] b_t;
typedef logic [31:0] addr_t;
typedef logic [29:0] w_addr_t;
typedef addr_t pc_t;
typedef enum { INST_TYPE_R, INST_TYPE_I, INST_TYPE_S, INST_TYPE_B, INST_TYPE_U, INST_TYPE_J } inst_type_t;
typedef struct packed {
    logic valid;
    pc_t pc;
} datapath_info_t;
typedef union packed {
    struct packed {
        union packed {
            struct packed {
                logic [6:0] funct7;
                reg_index_t rs2;
                reg_index_t rs1;
                logic [2:0] funct3;
                reg_index_t rd;
            } r;
            struct packed {
                logic [11:0] imm_bits;
                reg_index_t rs1;
                logic [2:0] funct3;
                reg_index_t rd;
            } i;
            struct packed {
                logic [6:0] high_imm_bits;
                reg_index_t rs2;
                reg_index_t rs1;
                logic [2:0] funct3;
                logic [4:0] low_imm_bits;
            } s, b;
            struct packed {
                logic [19:0] imm_bits;
                reg_index_t rd;
            } u, j;
        } by_type;
        logic [6:0] opcode;
    } field;
    w_t raw;
} inst_t;
typedef struct packed {
    datapath_info_t datapath_info;
    inst_t inst;
} fetch_decode_if_t;
typedef struct packed {
    datapath_info_t datapath_info;
} decode_execute_if_t;
typedef struct packed {
    datapath_info_t datapath_info;
} execute_memory_if_t;
typedef struct packed {
    datapath_info_t datapath_info;
} memory_writeback_if_t;
typedef struct packed {
    datapath_info_t datapath_info;
} execute_fetch_if_t;
typedef struct packed {
    datapath_info_t datapath_info;
} writeback_decode_if_t;
typedef struct packed {
    datapath_info_t datapath_info;
} writeback_execute_if_t;
endpackage
import zacore_common::*;
module zacore_rf #(
) (
    input logic i_clk,
    input logic i_rst, 
    input reg_index_t rs1_index,
    input reg_index_t rs2_index,
    input reg_index_t rd_index,
    output w_t rs1,
    output w_t rs2,
    input w_t rd,
    input logic rd_write_enable
);
logic [31:0] rf [31:0];
always_comb begin
    if (rd_write_enable && (rs1_index == rd_index)) begin
        rs1 = rd;
    end else begin
        rs1 = rf[rs1_index];
    end
end
always_comb begin
    if (rd_write_enable && (rs2_index == rd_index)) begin
        rs2 = rd;
    end else begin
        rs2 = rf[rs2_index];
    end
end
assign rf[0] = 32'b0;
always_ff @(posedge i_clk) begin
    if (i_rst) begin
    end else begin
        if (rd_write_enable && (rd_index != 5'b00000)) begin
            rf[rd_index] <= rd;
        end
    end
end
endmodule
</file>
==> flow_metrics.tcl <==
# flow metrics
set metrics [dict create \
    route.detailed.drc 0 \
    slew_violations 0 \
    post_cts_buffers 0 \
    crit_path_end "rs2[4]" \
    hp-class "input pin to register" \
    most-common-layout-cells "992 x edfxtp_1, 387 x mux4_2, 182 x mux2_2" \
    grt_max_degree 93 \
    layout_top_cell "edfxtp_1" \
    routed-via-count 27400 \
    cts.repair.resized 0 \
    syn_inst 2608 \
    drt_iter0_markers 1691 \
    ys_seq_share_pct 63.7 \
    dp_hpwl_um 85200 \
    htree_levels 3 \
    grt_remaining_overflow 0 \
    synth_area_per_cell_um2 17.9 \
    cp.required_ps 8880 \
    mux_share_pct 25.2 \
    wl_per_cell_um 30.8 \
    track_usage_pct 20.3 \
    cts_made_buffers 95 \
    power_density_nw_per_um2 151 \
    grt_antenna_before_repair 2 \
    core-area_um2 154000 \
    hold_viol_final 0 \
    cts_root_buffer "clkbuf_16" \
    async_reset_ff_share_pct 0 \
    power.switching_uw 1880 \
    edf_count 992 \
    rsz0062_at_grt "false" \
    tool_warnings 25 \
    place_ws_ps 2680 \
    grt_pass1_vias 30300 \
    critPathCaptureType "output port" \
    place_area_um2 50700 \
    largest_reg_flops 992 \
    p_sw_share_pct 23.2 \
    worstHoldStart "rd[14]" \
    chip_area_um2 158000 \
    largest_register "rf" \
    final-setup-viol-count 0 \
    vias_per_cell 5.67 \
    wirelength_um 149000 \
    fmax_ghz 0.118 \
    dr.pass1.iters 26 \
    max-clock-path-buffers 3 \
    startpoint "rs2_index[4]" \
    finalClockPeriodUsage_pct 76.6 \
    synth_chip_area_um2 46800 \
    fp-utilization_pct 30.3 \
    drtAntennaViolNets 0 \
    die_x_um 397 \
    pwr-share-comb_pct 9.6 \
    port-buffer-count 113 \
    simple_gate_share_pct 2.68 \
    path_max_fanout 24 \
    p_int_uw 6220 \
    cp.arrival_ps 6280 \
    finalWorstSetupSlack_ps 2600 \
    aoi_share_pct 5.94 \
    drive_gt1_share_pct 31.8 \
    cts_tree "yes" \
    yosys_cells 2608 \
    drv_cap 0 \
    ys.flops 992 \
    path_class "input pin to output port" \
    tns_ps 0 \
    p_leak_uw 0.0165 \
    synthDistinctLibCells 47 \
    fill_cells 14300 \
    reg_top3 "rf (992)" \
    period_needed_ps 8500 \
    synthAdderAreaFrac_pct 0 \
    ios 114 \
    fin_area_um2 53600 \
    grt_pass1_wl_um 214000 \
    placementRows 144 \
    yosysWarnings 0 \
    flop_cell "edfxtp_1" \
    ctsHoldBuffers 0 \
    synthXorXnorAreaFrac_pct 0.187 \
    worst_pin_slew_ps 1100 \
    syn_area_um2 46800 \
    ir_worst_vdd_v 0.000118 \
    die_h_um 397 \
    cts.sinks 992 \
    status "finished clean" \
    slew_headroom_pct 25.6 \
    seqPwrFrac_pct 51.3 \
    p_clk_share_pct 39.1 \
    synthTopLogicFamily "multiplexers" \
    clk_pin_slew_worst_paths_ps 60 \
    cp-start-kind "input pin" \
    syn_to_final_growth_pct 14.6 \
    place_congestion 0.899 \
]
[synth_stat cells, drive strengths merged (33+ instances only)]
library cell / n / area, um^2
nand2: 112 / 420
nor2: 123 / 462
edfxtp: 992 / 29800
o221ai: 58 / 508
mux4: 387 / 8720
mux2: 182 / 2050
o22ai: 67 / 419
mux2i: 101 / 1010
nand3: 33 / 170
clkbuf: 90 / 339
a21oi: 64 / 320
buf: 133 / 752
o21ai: 92 / 460
[power by group through the flow]
| stage | Clock (uW) | Sequential (uW) | Combinational, uW |
|---|---|---|---|
| final | 3170 | 4160 | 774 |
| after global routing | 3350 | 4160 | 828 |
| after CTS | 3220 | 4160 | 772 |
[critical path: stages]
cell,delay (ps)
clkdlybuf4s50_1,880
nand3b_1,660
buf_4,630
o22ai_1,190
a21oi_1,140
nand3_1,110
o21ai_0,810
clkdlybuf4s50_1,620
[how the worst min path moves through the flow]
stage                  endpoint  cells after the start
finish        rf[782]$_DFFE_PP_                      2
CTS           rf[782]$_DFFE_PP_                      2
global route  rf[782]$_DFFE_PP_                      2
[final cells by class]
type                    instances  area (um^2)  share of cell area [%]
diodes                          2         5.00                 0.00933
clock buffers                 112         2460                    4.59
clock inverters                55          512                   0.954
inverters                       4         15.0                  0.0280
multi-input cells            1389        16200                    30.2
flip-flops and latches        992        29800                    55.5
well taps                    2044         2560                    4.77
repair buffers                237         2120                    3.96
[layer usage]
metal / vias to the layer above / GRT usage (%) / share of wire, %
met4: 6 / 4.63 / 2.8
met1: 13700 / 22.8 / 32
met5: - / 1.33 / 0.097
li1: 11300 / - / -
met2: 2230 / 27.8 / 43
met3: 257 / 19.5 / 22
[cells by family after synthesis]
kind of cell | Yosys count
buffers and inverters | 227
XOR/XNOR | 10
flip-flops | 992
AND-OR/OR-AND | 412
multiplexers | 670
AND/OR/NAND/NOR | 297
[stage by stage]
| step | util, % | hold slack (ps) | instances | total power (uW) |
|---|---|---|---|---|
| detailed placement | 32.8 | 3060 | 4666 | 5000 |
| floorplan | - | 2320 | 2608 | 4650 |
| global route | 34.7 | 2350 | 4833 | 8330 |
| global placement | 32.8 | 3070 | 4666 | 5000 |
| finish | 34.7 | 2360 | 4835 | 8100 |
| CTS | 34.7 | 2320 | 4833 | 8150 |
No activity file was given, so power comes from the tool's default toggle rates.
